**run.sh**
```bash
#!/bin/bash
# OpenROAD 26Q1-2900-gdf79404cd8, Yosys 0.63+post, stock flow scripts
make -C /OpenROAD-flow-scripts/flow DESIGN_CONFIG=/design/flow/config.mk WORK_HOME=/design/flow/orfs finish
```
**config.mk**
```make
export PLATFORM = sky130hd
export DESIGN_NAME = universal_adder
export DESIGN_NICKNAME = universal_adder
export VERILOG_FILES = /design/flow/design.v
export SDC_FILE = /design/flow/constraint.sdc
export NUM_CORES = 4
export LEC_CHECK = 1
export CORE_AREA = 10 10 70 70
export DIE_AREA = 0 0 80 80
```
**constraint.sdc**
```tcl
current_design universal_adder

set clk_period 10.2
set clk_io_pct 0.2

create_clock -name clk0 -period $clk_period

set non_clock_inputs [all_inputs -no_clocks]
set_input_delay [expr $clk_period * $clk_io_pct] -clock clk0 $non_clock_inputs
set_output_delay [expr $clk_period * $clk_io_pct] -clock clk0 [all_outputs]
```
**design.v**
```verilog
`timescale 1ns / 1ps
module universal_adder #(
    parameter WIDTH = 8
)(
    input  [WIDTH-1:0] A, B,
    input              mode,          
    output [WIDTH-1:0] RESULT,
    output             carry_out,
    output             overflow
);
    wire [WIDTH-1:0] B_mod;
    wire cin;
    wire [WIDTH:0] sum_ext;
    assign B_mod = mode ? ~B : B;    
    assign cin   = mode;             
    assign sum_ext = {1'b0, A} + {1'b0, B_mod} + cin;  
    assign RESULT  = sum_ext[WIDTH-1:0];
    assign carry_out = sum_ext[WIDTH];  
    assign overflow = (A[WIDTH-1] == B_mod[WIDTH-1]) && 
                      (RESULT[WIDTH-1] != A[WIDTH-1]);
endmodule
```
==> results_dict.tcl <==
# metrics dict for downstream scripts
set metrics [dict create \
    synth_seq_share_pct 0 \
    detailed_place.area_um2 787.0 \
    worst_setup_path_end_kind "output pin" \
    area_leaders "sky130_fd_sc_hd__ha_1, sky130_fd_sc_hd__xor2_1, sky130_fd_sc_hd__xnor2_1" \
    num_antenna_cells 0 \
    floorplan.rows 21 \
    via_count 489 \
    fin_ws_ns 3.401 \
    place.port_buffers 27 \
    routed_via_density 3.705 \
    layout.cell_area.non_filler_um2 787.0 \
    ys_types 30 \
    holdBufCountCts 0 \
    floorplan.die_area_mm2 0.006400 \
    timing.setup.tns_ns 0 \
    critical-path-top-cell-by-count "sky130_fd_sc_hd__clkdlybuf4s50_1" \
    post_cts_resize_count 0 \
    final_max_slew_violation_tally 0 \
    synth_area_per_cell_um2 7.841 \
    logic_area_um2 447.9 \
    areaGrowthSynthToFinish_pct 67.29 \
    relSlewSlack_pct 69.31 \
    placer_s_final_routability_congestion_estimate 0.7858 \
    fp.dieH_um 80 \
    seq_cells 0 \
    synth_cells 60 \
    floorplanUtilization_pct 13.77 \
    drc 0 \
    timing.setup.critical_path_class "primary input to output pin" \
    vias_in_the_first_global_route 483 \
    log.warning_count 32 \
    grt_max_degree 9 \
    utilization_pct 23.04 \
    run_status "complete, no violations" \
    vdd_ir_drop_max_uv 19.70 \
    timing_hold_violations_final 0 \
    largest_area_cell "sky130_fd_sc_hd__ha_1" \
    final_layout_top_logic_cells "sky130_fd_sc_hd__clkdlybuf4s50_1, sky130_fd_sc_hd__xor2_1, sky130_fd_sc_hd__ha_1, sky130_fd_sc_hd__nor2_1" \
    min-delay-path-class "primary input to output pin" \
    post_layout_period_usage_pct 66.65 \
    max_slew.worst_pin.slew_ns 0.4589 \
    ios 27 \
    hpwl_um 1320 \
    synth-area-yosys_um2 470.5 \
    max_area_cell_share_pct 18.62 \
    powerDensity_mw_per_mm2 79.54 \
    worstPathArrival_ns 4.76 \
    finalWorstPathRequiredPeriod_ns 6.799 \
    antenna_violating_nets_post_route 0 \
    fmax_ghz 0.1471 \
    synth.yosys.num_cells 60 \
    detail_route.iter0.violations 41 \
    detail_route.wl_per_cell_um 11.04 \
    p_leak_nw 0.2995 \
    layout.clock_buffers 0 \
    worst_path_largest_cell_delay_ns 0.75 \
    post_cts_buffers 0 \
    cp_data_required_time_ns 8.16 \
    detailedRoute.firstPassIterationCount 3 \
    die_w_um 80 \
    regArea_um2 0 \
    grt_first_pass_wirelength_um 2366 \
    max_cap_viol_count 0 \
    rsz_0062_raised_after_global_routing "false" \
    syn-cell-area_um2 470.5 \
    critical_path.slowest_cell "sky130_fd_sc_hd__clkdlybuf4s50_1" \
    gr-total-overflow 0 \
    post-place-ws_ns 3.380 \
    timing.critical_path.cells "clkdlybuf4s50_1 > xor2_1 > ha_1 > nor2b_1 > o31a_1 > o31ai_1 > a21boi_1 > clkdlybuf4s50_1" \
    routed_wirelength_um 1457 \
    synthesis.yosys.warnings 0 \
    track_usage_pct 4.506 \
    core_area_mm2 0.003416 \
    report.final.setup_viol 0 \
    n_fill_cell 402 \
    grt_antenna_before_repair 0 \
    timing.critical_path.fanout_max 8 \
    critical_path.startpoint_type "primary input" \
    drive_gt1_share_pct 4.651 \
    layout_top_cell_excl_fill_tap "sky130_fd_sc_hd__clkdlybuf4s50_1" \
]
## Yosys cell counts
cell                       count
sky130_fd_sc_hd__a211oi_1      1
sky130_fd_sc_hd__and2_1        2
sky130_fd_sc_hd__nor4_1        1
sky130_fd_sc_hd__xnor2_1       3
sky130_fd_sc_hd__o31ai_1       1
sky130_fd_sc_hd__mux2i_2       1
sky130_fd_sc_hd__o21bai_1      1
sky130_fd_sc_hd__a21boi_1      1
sky130_fd_sc_hd__nand3_1       2
sky130_fd_sc_hd__o21ai_2       1
sky130_fd_sc_hd__o211ai_1      1
sky130_fd_sc_hd__a41oi_1       1
sky130_fd_sc_hd__o21ai_0       3
sky130_fd_sc_hd__a221oi_2      1
sky130_fd_sc_hd__nor2b_1       1
sky130_fd_sc_hd__o21a_1        2
sky130_fd_sc_hd__a311oi_1      1
sky130_fd_sc_hd__xor2_1        9
sky130_fd_sc_hd__buf_6         1
sky130_fd_sc_hd__nand2_1       2
sky130_fd_sc_hd__fa_1          1
sky130_fd_sc_hd__nor3_1        1
sky130_fd_sc_hd__ha_1          7
sky130_fd_sc_hd__a21o_2        1
sky130_fd_sc_hd__inv_1         3
sky130_fd_sc_hd__nor2_1        5
sky130_fd_sc_hd__o31a_1        1
sky130_fd_sc_hd__a21oi_1       3
sky130_fd_sc_hd__nand2b_1      1
sky130_fd_sc_hd__nor3b_1       1
## stage by stage
step	hold slack, ns	std cells	total power [W]
6_report	5.075	132	0.00006260
5_1_grt	5.124	132	0.00007141
4_1_cts	5.085	132	0.00006413
3_5_place_dp	5.085	132	0.00006385
3_3_place_gp	5.076	132	0.00006345
2_1_floorplan	4.105	60	0.00003072
## layer usage
metal	global-route usage [%]	up-vias	wire, um
met1	6.803	198	738
met4	0	0	0
met2	6.340	16	585
li1	-	275	-
met3	1.477	0	134
met5	0	-	0
## final timing paths
| path | from | to | slack [ns] | cells past startpoint |
|---|---|---|---|---|
| max | mode | RESULT[6] | 3.40 | 8 |
| min | A[0] | RESULT[0] | 5.07 | 3 |
## final cells by class
type / instances / area share [%]
multi-input cells: 56 / 56.92
repair buffers: 27 / 34.34
well taps: 46 / 7.313
inverters: 3 / 1.431
## where the power goes
| group | total, W | internal (W) | switching (W) |
|---|---|---|---|
| Sequential | 0 | 0 | 0 |
| Combinational | 0.0000626 | 0.0000386 | 0.0000240 |
| Clock | 0 | 0 | 0 |
| Total | 0.0000626 | 0.0000386 | 0.0000240 |
## worst max-delay path: cells and delay by family
kind,cells,cell delay (ns)
xor+xnor,1,0.23
buf+inv,2,1.24
fa+ha+maj,1,0.31
compound gates,3,0.78
simple gates,1,0.16
## cell families (layout without fill, tap and decap cells)
family | Yosys count | after routing | share of synthesized area [%]
buffers and inverters | 4 | 30 | 4.787
multiplexers | 1 | 1 | 2.925
AND/OR/NAND/NOR | 16 | 16 | 17.02
AND-OR/OR-AND | 19 | 19 | 30.05
adder cells (fa/ha/maj) | 8 | 8 | 22.87
XOR/XNOR | 12 | 12 | 22.34
Power is estimated from default activity; no workload was simulated.
