### design/flow/config.mk
export PLATFORM = sky130hd
export DESIGN_NAME = priority_encoder_8to3
export DESIGN_NICKNAME = priority_encoder_8to3
export VERILOG_FILES = /design/flow/design.v
export SDC_FILE = /design/flow/constraint.sdc
export NUM_CORES = 4
export LEC_CHECK = 1
export CORE_AREA = 10 10 70 70
export DIE_AREA = 0 0 80 80
### design/flow/constraint.sdc
current_design priority_encoder_8to3

set clk_period 1.4
set clk_io_pct 0.2

create_clock -name clk0 -period $clk_period

set non_clock_inputs [all_inputs -no_clocks]
set_input_delay [expr $clk_period * $clk_io_pct] -clock clk0 $non_clock_inputs
set_output_delay [expr $clk_period * $clk_io_pct] -clock clk0 [all_outputs]
### design/flow/design.v
`timescale 1ns / 1ps
module priority_encoder_8to3(
input [7:0] d,  
output reg [2:0] code,
output reg valid
);
always @(*) begin
valid = |d;
casex (d)
8'b1xxxxxxx: code = 3'd7;
8'b01xxxxxx: code = 3'd6;
8'b001xxxxx: code = 3'd5;
8'b0001xxxx: code = 3'd4;
8'b00001xxx: code = 3'd3;
8'b000001xx: code = 3'd2;
8'b0000001x: code = 3'd1;
8'b00000001: code = 3'd0;
default: code = 3'd0;
endcase
end
endmodule
### design/flow/run.sh
#!/bin/bash
# OpenROAD 26Q1-2900-gdf79404cd8, Yosys 0.63+post, stock flow scripts
make -C /OpenROAD-flow-scripts/flow DESIGN_CONFIG=/design/flow/config.mk WORK_HOME=/design/flow/orfs finish
==> notes.md <==
This memo summarizes the results of the implementation run.

Die
From left edge to right edge, the die measures 80 um. The count of boundary I/O pins is 12. According to the floorplan report, the total die area is 6400 sq um. After floorplanning, the core was sized to cover 3420 sq um. The number of cell rows is 21.

For this configuration, the core starts out at a cell density of 1.68%. The die boundary height is 80 um.

Critical path
STA classifies the critical path startpoint as a primary input. The maximum net fanout on the critical path is 2. The kind of capture point of the worst setup path is a primary output.

The worst endpoint data arrival time is 1.09 ns. The type of the setup path with the least slack is in2out. The worst path required time is 1.12 ns.

Place
The placement summary gives the final routability congestion estimate as 0.819. The count of buffers inserted at the top-level ports is 12. For this run the detailed placement stage logged an HPWL of 317 um.

Yosys
According to the Yosys statistics, the synthesized design has a chip area of 57.6 sq um. The top cell type by total area after synthesis is sky130_fd_sc_hd__nor2_1. The total of warnings raised by yosys is 1. The cell count after synthesis came out at 12. Each instance of the synthesized netlist takes up on average 4.80 sq um. The number of cells reported by Yosys stat comes to 12. Sorting the synthesized cells by area gives the leading types as sky130_fd_sc_hd__nor2_1 26%, sky130_fd_sc_hd__o31ai_1 26%, sky130_fd_sc_hd__a21oi_1 17%, sky130_fd_sc_hd__nand4_1 11%, sky130_fd_sc_hd__clkinv_1 6.5%.

Per the synthesis report, the number of distinct cell types is 7. Summing every instance area after synthesis gives 57.6 sq um. Summing the sequential cell areas from Yosys gives 0% of the chip area.

The portion of synthesized cell area occupied by the leading cell type is 26.1%.

Route
In the per-layer breakdown of the detailed-route log, met1 shows 210 um. For this run, the detailed router's first-pass iteration total came to 1. The routed length on met3 is 96 um.

The number of antenna-violating nets in the routed design is 0. Per the detail_route report, the via count comes to 135. The first routing iteration left 0 violations. Antenna repair during routing inserted a diode count of 0. In the detailed route, the total length drawn on met2 is 85 um.

Per the detail_route report, DRC violations left total 0. TritonRoute output was used to compute an average wire per cell of 5.46 um. The highest signal layer in the routed design is met3.

The detailed router reported a total wirelength of 393 um. The average via count per standard cell is 1.88.

GRT
The global routing usage summed across all routing layers is 1.04%. The number of antenna violations at the first check in global routing is 0. Entering global routing, the biggest net connects 4 pins.

The first global-routing pass estimated 579 um of wire. Summed over all layers, the global routing overflow is 0. The number of global-route vias before repair is 130.

Run
The reported max-cap violation count is 0. The logs give a warning total of 32.

STA
Pins over their slew limit in the final report were tallied at 0. Across all checked pins, the minimum headroom to the slew limit is 84.1%. After layout, the minimum clock period comes to 1.37 ns. The last timing report of the flow puts the setup violation total at 0.

OpenROAD reports that the post-layout worst path occupies 97.7% of the period. For the pin with the worst max-slew slack, the measured transition is 0.236 ns. In this build the clock could be raised as far as 731 MHz. The final timing report lists a hold violation count of 0.

Layout
The highest-count logic cell in the final layout is sky130_fd_sc_hd__dlygate4sd2_1. Sequential cells placed in the final layout were counted as 0. Of the cells placed in the final design, the portion with a size suffix greater than 1 is 19.2%.

The count of clock-net buffers in the final layout is 0. The utilization after layout is 7.22%. The post-synthesis to final-layout area growth is 328%. The footprint of the flip-flops and latches is 0 sq um. The most common logic cells in the final layout are 5 x sky130_fd_sc_hd__dlygate4sd2_1, 4 x sky130_fd_sc_hd__clkdlybuf4s15_1.

Pwr
The flow reported a cell area power density of 169 nW/um^2. The power consumption is 41.6 uW. The worst-case IR drop observed on VDD is 0.0127 mV. The power report puts the leakage power at 0.0000878 uW.

Min path
The worst hold-check path type is in2out.

Run status
The run finished with clean final reports.

CTS
Buffers inserted to repair hold after CTS numbered 0.
## per-layer routing
metal | up-vias | GRT usage [%]
li1 | 72 | -
met1 | 51 | 1.65
met2 | 12 | 1.20
met3 | 0 | 0.568
met4 | 0 | 0
met5 | - | 0
## final timing paths
kind / startpoint / cells after the start / end / slack, ns
max: d[7] / 5 / code[1] / 0.03
min: d[1] / 4 / valid / 0.96
## cell type report
cell class | instances | area (sq um)
timing repair buffer | 14 | 126
inverter | 2 | 7.51
tap | 46 | 57.6
fill | 412 | 3170
multi-input combinational | 10 | 55.1
## synthesized netlist by cell type (all sizes together)
library cell / instances
nand2: 1
o31ai: 2
nor2: 4
inv: 1
nand4: 1
clkinv: 1
a21oi: 2
## critical path: stages
cell	delay, ns
sky130_fd_sc_hd__dlygate4sd2_1	0.25
sky130_fd_sc_hd__nor2_2	0.14
sky130_fd_sc_hd__buf_4	0.13
sky130_fd_sc_hd__o31ai_1	0.05
sky130_fd_sc_hd__dlygate4sd2_1	0.24
## report_power, final
part	total [uW]	switching, uW	internal (uW)
logic	41.6	15.3	26.3
clock network	0	0	0
registers	0	0	0
total	41.6	15.3	26.3
## logic make-up (layout without fill, tap and decap cells)
family,after synthesis,count (layout),synth area share (%)
AND/OR/NAND/NOR,6,6,43.5
AND-OR/OR-AND,4,4,43.5
buffers and inverters,2,16,13.0
## stage by stage
| stage | TNS (ns) | hold WS [ns] | worst slack, ns | instances | cell area [sq um] |
|---|---|---|---|---|---|
| after detailed placement | -1.40 | 1.55 | -0.452 | 70 | 235 |
| after floorplan | 0 | 0.594 | 0.638 | 12 | 57.6 |
| after global placement | -1.30 | 1.54 | -0.398 | 70 | 235 |
| after CTS | 0 | 1.03 | 0.00231 | 72 | 248 |
| after global routing | -0.000317 | 1.02 | -0.000317 | 72 | 246 |
| final | 0 | 0.955 | 0.0329 | 72 | 246 |
## timing repair
item                                    in CTS  in global routing
endpoints found under the setup margin       4                  3
resized                                     16                  3
endpoints found under the hold margin        0                  0
setup buffers                                2                  0
pin swaps                                    3                  4
No activity file was given, so power comes from the tool's default toggle rates.
